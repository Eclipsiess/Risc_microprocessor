==> flow/design.v <==
module register_File(CLK,rst,WE3,WD3,A1,A2,A3,RD1,RD2);
    input CLK,rst,WE3;
    input [4:0] A1,A2,A3;
    input [31:0]WD3;
    output reg [31:0]RD1,RD2;
    integer i;
    reg [31:0] register [31:0];
    always @ (posedge rst or negedge CLK) begin
        if (rst) begin
            for (i = 0; i < 32; i = i + 1) 
                register[i] <= 32'b0;  
        end 
        else if (WE3 && A3 != 5'b0) 
            register[A3] <= WD3;  
    end
    always @(*) begin
        RD1 = (A1 == 5'h0) ? 32'b0 : register[A1];  
        RD2 = (A2 == 5'h0) ? 32'b0 : register[A2];
    end
endmodule
==> flow/run.sh <==
#!/bin/bash
# OpenROAD 26Q1-2900-gdf79404cd8, Yosys 0.63+post, stock flow scripts
make -C /OpenROAD-flow-scripts/flow DESIGN_CONFIG=/design/flow/config.mk WORK_HOME=/design/flow/orfs finish
==> flow/config.mk <==
export PLATFORM = sky130hd
export DESIGN_NAME = register_File
export DESIGN_NICKNAME = register_File
export VERILOG_FILES = /design/flow/design.v
export SDC_FILE = /design/flow/constraint.sdc
export NUM_CORES = 4
export LEC_CHECK = 1
export CORE_UTILIZATION = 30
==> flow/constraint.sdc <==
current_design register_File

set clk_period 6.4
set clk_io_pct 0.2

create_clock -name clk0 -period $clk_period [get_ports {CLK}]

set non_clock_inputs [all_inputs -no_clocks]
set_input_delay [expr $clk_period * $clk_io_pct] -clock clk0 $non_clock_inputs
set_output_delay [expr $clk_period * $clk_io_pct] -clock clk0 [all_outputs]
==> summary.txt <==
The flow completed. Core utilization at floorplan landed at 0.304. The tree is rooted in a sky130_fd_sc_hd__clkbuf_16. Counting along the longest clock path gives a buffer depth of 3. The synth_stat.txt file lists the number of cells as 4649. Looking at the critical path, the single cell with the biggest stage delay is sky130_fd_sc_hd__o31a_1.

STA classifies the critical path startpoint as a register. The flow ran to the end, but the final reports show violations. The commonest register cell is sky130_fd_sc_hd__dfrtn_1. Setup repair after global routing could not meet its margin everywhere.

Once layout is done, the placed cells without fillers occupy 0.0669 mm^2. register holds more flip-flops than any other register. The checks that failed: capacitance limit, slew limit, setup timing.

Yosys synthesis chip area landed at 0.0517 mm^2. The initial antenna violation count is 22. The first routing iteration left 6118 violations. The script reports the combined buffer and inverter count of the critical path as 3. The first global-routing pass estimated 407000 um of wire.

In this design, the largest share of critical-path delay is due to AND-OR/OR-AND gates. The die is 417 um tall. Compared with the post-synthesis result, the final layout area differs by 29.3%.

Net switching power figure landed at 0.00573 W. In the routed design, unresolved DRC markers number 0. Number of antenna-violating nets in the routed design landed at 0.

After synthesis, the mean cell area works out to about 11 um^2. The timing report gives the biggest stage delay along the critical path as around 0.39 ns. Number of slew-limit violations in the final report landed at 6. The internal portion of the total power is 0.0134 W.

STA lists the startpoint of the worst hold path as register[5][11]. Final HPWL from detailed placement landed at 193000 um. On the critical path the data arrives at 5.67 ns. In the layout the commonest cells are 992 x sky130_fd_sc_hd__dfrtn_1, 991 x sky130_fd_sc_hd__mux2_2, 572 x sky130_fd_sc_hd__nand3_1, 485 x sky130_fd_sc_hd__buf_4, 353 x sky130_fd_sc_hd__a22oi_1.

Number of clock sinks seen by CTS landed at 992. Summed over all routing layers, the global router reports a total usage of 0.351. Per the detailed placement report, the placed cell area equals 0.0603 mm^2. Fraction of power spent switching nets landed at 0.299.

Per the run summary, max-cap violations total 1. Synthesis-stage register bit count landed at 992. STA classifies the critical path endpoint as a primary output. Synthesis warning total landed at 2. Entering global routing, the biggest net connects 79 pins.

Number of flip-flops under the largest register name landed at 992. Per Yosys stat, the portion of area used by sequential elements is 0.480. Overall chip area landed at between 0.15 and 0.2 mm^2. Tightest slew margin relative to the limit landed at -0.0575.

According to the hold report, the worst path is of the register to register type. Number of iterations in the first detailed-routing pass landed at 9. Data required time at the worst endpoint landed at 5.12 ns. The congestion estimate from routability-driven global placement came to 1.05.

For this block, the routed nets add up to 299000 um of wire. Dividing total power by cell area gives a power density of 286 mW/mm^2. The synthesized netlist contains between 70 and 80 unique library cells.

Summed over all failing endpoints, the final setup total negative slack is -14.61 ns. Of the total power, the clock network draws 0.363. STA lists the startpoint of the worst register-to-register path as register[21][9]. Total number of placement rows landed at 151.

The number of global-route vias before repair is 48100. The final timing report lists clock skew as 0 ns. Setup violations remaining at the end of the flow were counted as roughly 64. Total tool warning count landed at 28. The power report attributes to the combinational group a share of 0.180. Total number of vias landed at 48900. In this run, synthesis inferred 0 flip-flops with an integrated enable.

In this run the cell area of the synthesized design comes to 0.0517 mm^2. Peak supply drop landed at 0.000204 V. Leakage power landed at 28.7 nW. Number of buffers inserted by port buffering landed at approximately 110. The H-tree was split into 3 levels. By startpoint and endpoint, the worst setup path is classified as register to primary output. The layout summary lists the proportion of cells stronger than drive strength 1 as 0.441. Fraction of synthesis flops using an asynchronous set or reset pin landed at 1.00. In the final layout, the registers with the most flip-flops are register x992. Setup slack of the critical path after layout landed at -0.552 ns. For reference, the critical path is launched at register[5][0]. Final global-route overflow total landed at 0. Vias per cell landed at around 6.6. For the worst-skew pair, the clock arrives at the later sink with an insertion delay of 0.70 ns. Die span in x landed at between 400 and 500 um. The final hold violation count recorded for this run is 0. In the CTS report, the clock slew at the register clock pins of the worst setup and hold paths is listed as 0.05 ns. TritonCTS built the clock tree. Of all nets on the critical path, the largest fanout is 2. Per the cell usage report, the commonest logic cell in the layout is sky130_fd_sc_hd__dfrtn_1. Per STA, the library cell used most along the worst path is sky130_fd_sc_hd__buf_4. Routed wirelength normalized by instance count landed at 40.2 um. The number of clock buffers added by TritonCTS is 113. The pin closest to its max-slew limit shows a slew of around 1.6 ns. According to the I/O placement log, the pin count is 114. Walking the worst path, the cells encountered are buf_4 > and3_4 > a2111oi_4 > buf_4 > nand4_1 > o31a_1 > buf_2. The region available for standard cell placement spans 0.170 mm^2.

The share of total power dissipated in sequential elements is 0.457. Post-synthesis cell count landed at 4649.
-- Yosys cell counts, drive strengths merged (9+ instances only) --
| master | n | area (um^2) |
|---|---|---|
| nor2 | 74 | 295 |
| a22o | 45 | 394 |
| nand2 | 86 | 323 |
| a2111oi | 71 | 647 |
| nor3 | 29 | 165 |
| nand3 | 598 | 2990 |
| a22oi | 356 | 2670 |
| dfrtn | 992 | 24800 |
| o31a | 20 | 175 |
| o21ai | 18 | 90.1 |
| nand2b | 11 | 68.8 |
| nand4 | 184 | 1150 |
| and3b | 9 | 78.8 |
| o2111ai | 15 | 131 |
| and3 | 232 | 1450 |
| and2 | 20 | 125 |
| buf | 211 | 985 |
| nor4 | 40 | 256 |
| and4 | 49 | 429 |
| nor4bb | 9 | 90.1 |
| a221oi | 9 | 78.8 |
| a222oi | 33 | 330 |
| a21oi | 77 | 385 |
| nor3b | 10 | 85.1 |
| inv | 19 | 71.3 |
| clkbuf | 293 | 1100 |
| mux2 | 995 | 11200 |
| a31oi | 56 | 350 |
-- worst reg2reg max path, stage by stage, from the launching register on --
cell and delay [ns]:
sky130_fd_sc_hd__dfrtn_1 0.37, sky130_fd_sc_hd__buf_6 0.13, sky130_fd_sc_hd__buf_4 0.12, sky130_fd_sc_hd__mux2_2 0.24
-- cell families after synthesis --
group,Yosys count,share of synthesized area
AND/OR/NAND/NOR,1384,0.150
multiplexers,1000,0.218
flip-flops,992,0.480
AND-OR/OR-AND,749,0.110
buffers and inverters,524,0.0418
-- per-layer routing --
metal | share of wire | global-route usage
met1 | 0.35 | 0.424
met2 | 0.41 | 0.476
met3 | 0.16 | 0.198
met4 | 0.090 | 0.239
met5 | 0.0012 | 0.000834
-- power by group through the flow --
stage         clock, W  sequential (W)  combinational (W)
finish         0.00695         0.00874            0.00345
global route   0.00723         0.00886            0.00360
CTS            0.00697         0.00868            0.00331
-- per-stage QoR --
step            util  setup slack, ns  hold slack [ns]  std cells  power, W
2_1_floorplan      -           -11.37            0.437       4649    0.0101
3_3_place_gp   0.354           -0.360            0.450       7144    0.0118
3_5_place_dp   0.354           -0.300            0.459       7144    0.0119
4_1_cts        0.388           -0.596            0.459       7399    0.0190
5_1_grt        0.392           -0.600            0.481       7419    0.0197
6_report       0.393           -0.552            0.467       7443    0.0191
-- final cells by class --
class,instances,area (um^2)
Tap cell,2295,2870
Inverter,20,78.8
Fill cell,16000,103000
Antenna cell,28,70.1
Clock buffer,159,3230
Sequential cell,992,24800
Multi-Input combinational cell,3133,27500
Timing Repair Buffer,765,7620
Clock inverter,51,689
-- path summary, 6_finish.rpt --
kind	to	slack (ns)	depth (start not counted)
setup / recovery	RD1[0]	-0.55	7
hold / removal	register[5][11]	0.47	1
setup reg to reg	register[21][9]	5.39	3
hold reg to reg	register[5][11]	0.47	1
max in group asynchronous	register[18][28]	1.37	4
min in group asynchronous	register[3][30]	4.21	3
-- what timing repair did --
action                     4_1_cts  5_1_grt
buffers inserted                60       22
gates resized                  522      105
pin swaps                      203      106
hold buffers                     0        0
setup endpoints to repair       64       64
Power figures rest on the tool's default switching activity, not on a simulated workload.
